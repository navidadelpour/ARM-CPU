==> design/flow/design.v <==
module RegisterBank (
	clock, write,
	input_address_1, input_address_2, input_address_3, input_data, 
	output_data_1, output_data_2
);
	input clock;
	input write;
	input [4 : 0] input_address_1, input_address_2, input_address_3;
	input [63 : 0] input_data;
	output[63 : 0] output_data_1, output_data_2;
	reg [63 : 0] registers [0 : 31];
	assign output_data_1 = registers[input_address_1];
	assign output_data_2 = registers[input_address_2];
	integer i;
	initial begin
		for(i = 0; i < 32; i = i + 1)
			registers[i] = 0;
		registers[31] = 3;
	end
	always @ (posedge clock) begin
		if(write)
			registers[input_address_3] = input_data;
	end
endmodule
==> design/flow/run.sh <==
#!/bin/bash
# OpenROAD 26Q1-2900-gdf79404cd8, Yosys 0.63+post, stock flow scripts
make -C /OpenROAD-flow-scripts/flow DESIGN_CONFIG=/design/flow/config.mk WORK_HOME=/design/flow/orfs finish
==> design/flow/config.mk <==
export PLATFORM = sky130hd
export DESIGN_NAME = RegisterBank
export DESIGN_NICKNAME = RegisterBank
export VERILOG_FILES = /design/flow/design.v
export SDC_FILE = /design/flow/constraint.sdc
export NUM_CORES = 4
export LEC_CHECK = 1
export CORE_UTILIZATION = 40
==> design/flow/constraint.sdc <==
current_design RegisterBank

set clk_period 18.4
set clk_io_pct 0.2

create_clock -name clk0 -period $clk_period [get_ports {clock}]

set non_clock_inputs [all_inputs -no_clocks]
set_input_delay [expr $clk_period * $clk_io_pct] -clock clk0 $non_clock_inputs
set_output_delay [expr $clk_period * $clk_io_pct] -clock clk0 [all_outputs]
==> results.txt <==
Implementation results.

The mapped netlist covers 94100 µm². The global-route layer with the greatest usage is met2. The data arrival time of the critical path is roughly 8300 ps. Per the final timing report, the hold violations number 0. In the final timing run, aggregate negative setup slack is 0 ps. Per the OpenROAD power report, leakage power amounts to approximately 34 nW. The most common logic cells in the final layout are edfxtp_1, mux4_2, mux2i_1.

The startpoint class of the critical path is a primary input. For met2 alone, demand over resource in global routing was a little under two fifths. Per the timing report, the biggest fanout along the worst path comes to roughly 58. The mean area per synthesized cell is around 22 µm². The remaining number of nets flagged by the antenna check after routing is 0. The iteration tally of the first detailed-router pass is 5. The clock tree from TritonCTS is yes.

During I/O placement, the number of pins put on the boundary was about 210. The vertical extent of the die is about 500 µm. The core outline area is around 230000 µm². The mean number of vias per cell is a little over 6. The number of DRC violations after detailed routing is 0. The count of final setup violators is 0. Among all flip-flop cells after synthesis, the most frequent one is edfxtp_1.

STA classifies the critical path endpoint as an output pin. Setup repair after global routing left no endpoint under its margin. The worst setup path is of the primary input to output pin kind. The floorplan die area is around 240000 µm². The maximum buffer depth of the clock tree is 3. The number of flops mapped to enable cells by yosys is around 2000. The cell count after synthesis came out at 4313. The CTS sink count is ~2000. The number of flip-flops under the largest register name is just over 2000. Entering global routing, the biggest net connects about 84 pins. In this run, synthesis produced a sequential element count of roughly 2000. The power consumption is between 10 and 15 mW. Fill cells in the final layout number between 15000 and 20000.

The path category of the worst min-delay check is primary input to register. The total wire length is 283 mm. The fraction of layout cells with a size suffix above 1 is a little over a third. The initial antenna violation count is 18.

Routability-driven placement finished with a final weighted congestion of around 0.86. The largest stage delay on the critical path is between 600 and 700 ps. The via count of the first global-routing pass is roughly 56000.

The aggregate global-route resource usage is a little over a quarter. The worst ir drop on vdd is about 80 µV. The global-route met1 utilization is between 20% and 30%. Per the CTS log, the root buffer master is clkbuf_16. Max-cap violations in this run came to 0.

Counting the warning lines in the Yosys log gives 1. The most frequent logic cell in the layout is edfxtp_1. The worst slack at placement is between 6000 and 7000 ps.

In the hold timing report, the worst path depth is 2. The post-synth area from yosys stat is 94100 µm². The first global-routing pass estimated 404 mm of wire. OpenROAD reports that the post-layout worst path occupies between 60 and 70% of the period. The script logs the mean routed wire length per placed instance as around 36 µm. The finished cells cover ~110000 µm².

The cell at the slowest stage of the critical path is buf_4. The depth of the critical timing path with buffers and inverters included is 10. In the global route stage, met3 resource usage came out at about a quarter. OpenROAD emitted warnings numbering 26. The final HPWL from detailed placement is 160 mm. The slew of the pin with the lowest slew margin is about 990 ps. The area overhead of the layout relative to synthesis is 14.2%.

Per the slew report, the remaining headroom to the max-slew limit stands at between 30% and 40%. The worst setup slack after layout is roughly 6400 ps. The shortest period the worst path allows is 12010 ps. The clock-pin slew reported for the worst setup and hold paths after clock tree synthesis is ~60 ps. The report lists the power per cell area as roughly 95 nW/µm². Port buffering added 208 buffers. The script reports the combined buffer and inverter count of the critical path as 6. The number of buffers inserted during clock tree synthesis is 207. For this run, the register share of the synthesized area comes to between 60% and 70%.

The report lists the cells along the critical path as buf_8 > buf_4 > buf_4 > buf_12 > buf_4 > mux4_2 > mux2_2 > o22ai_1 > a221oi_1 > clkdlybuf4s50_1. Before placement the cells fill about two fifths of the core. The flow ran to the end, and the final reports show no timing, DRC or antenna violations. For this design, Yosys synthesis ends with a cell count of approximately 4300. The iteration-0 DRC count of the detailed router is slightly above 3000.

Buffers inserted to repair hold after CTS numbered 0. For this run, the top clock speed supported by timing is approximately 83 MHz. The horizontal die dimension reported for this design is 487 µm. The most numerous cell type found on the critical path is buf_4.

The post-synthesis async set-or-reset flop share is 0%. The unique cell type count in the Yosys netlist is 38.

The global route stage reports its total congestion overflow as 0. The clock tree synthesis step divided the H-tree into 4 levels. The vias after detailed routing is between 40000 and 50000. The post-CTS setup buffer count is 0.

The data required time at the worst endpoint is about 15000 ps. The placement stage leaves a total instance area of 101000 µm². Pins over their slew limit in the final report were tallied at 0. The floorplan has approximately 180 rows.

Among cell families on the critical path, the largest total delay comes from buffers and inverters. The post-cts gate resize count is 0.
## per-layer routing
layer  wire length [µm]  share of wire, %  up-vias
li1                   -                 -    19896
met1              84800                30    25217
met2             132000                47     3737
met3              56300                20      535
met4               9420               3.3       34
met5                598              0.21        -
## logic make-up (layout without fill, tap and decap cells)
group / count (synthesis) / after routing / synth area share, %
DFF: 2048 / 2048 / 65.4
muxes: 1457 / 1457 / 29.4
buffers and inverters: 348 / 859 / 1.94
AOI/OAI and AO/OA: 276 / 276 / 2.44
and+or+nand+nor: 184 / 184 / 0.880
other: 0 / 9 / 0
## synth_stat cells, types with 3 or more instances
library cell / count / area share [%]
buf_6: 10 / 0.12
a22oi_1: 18 / 0.14
a21o_1: 4 / 0.032
nor2_1: 46 / 0.18
edfxtp_1: 2048 / 65
nor2b_1: 19 / 0.13
o21a_1: 22 / 0.18
a32oi_1: 4 / 0.037
mux4_2: 1039 / 25
buf_2: 129 / 0.69
mux2i_1: 362 / 3.9
a211o_1: 4 / 0.037
a211oi_1: 6 / 0.048
or3b_2: 3 / 0.028
o221ai_1: 4 / 0.037
clkbuf_1: 92 / 0.37
a21oi_1: 4 / 0.021
buf_1: 41 / 0.16
o22ai_1: 38 / 0.25
mux2_2: 56 / 0.67
o41ai_1: 4 / 0.037
nor4_1: 4 / 0.027
a2111oi_0: 4 / 0.037
buf_4: 75 / 0.60
and2_1: 4 / 0.027
a221oi_1: 93 / 0.87
and3_1: 4 / 0.027
nand3b_1: 5 / 0.040
a32o_1: 38 / 0.40
a22o_1: 33 / 0.31
nand2_1: 87 / 0.35
nand2b_1: 4 / 0.027
## where the power goes
| part | switching [mW] | internal, mW | total, mW |
|---|---|---|---|
| Clock | 1.79 | 2.34 | 4.12 |
| Combinational | 0.482 | 0.421 | 0.903 |
| Sequential | 0.0221 | 5.19 | 5.21 |
## layout make-up
class                   count  area, µm²  area share (%)
diodes                      9       22.5          0.0210
clock buffers             254       5420            5.05
clock inverters           127       1140            1.06
inverters                   1       11.3          0.0105
multi-input cells        1917      31100            29.0
flip-flops and latches   2048      61500            57.3
well taps                3132       3920            3.65
repair buffers            477       4310            4.01
## metrics by stage
step           utilization, %  std cells  hold slack, ps
4_1_cts                  46.1       7956            3580
6_report                 46.1       7965            3640
3_5_place_dp             43.2       7575            4510
3_3_place_gp             43.2       7575            4510
5_1_grt                  46.1       7959            3620
2_1_floorplan               -       4313            3780
## final timing paths
| kind | start | end | slack (ps) |
|---|---|---|---|
| setup / recovery | input_address_1[0] | output_data_1[39] | 6390 |
| hold / removal | input_data[40] | registers[3][40] | 3640 |
Power and IR drop assume default switching activity.
