==> design.v <==
module DataMemory #(parameter size = 256) (clock, write, read, input_address, input_data, output_data);
	input clock, write, read;
	input [63 : 0] input_address, input_data;
	output[63 : 0] output_data;
	integer i;
	reg [7 : 0] memory [0 : size - 1];
	assign output_data = read ? {
		memory[input_address + 7],
		memory[input_address + 6],
		memory[input_address + 5],
		memory[input_address + 4],
		memory[input_address + 3],
		memory[input_address + 2],
		memory[input_address + 1],
		memory[input_address + 0]
	} : 64'bz;
	initial begin
		for(i = 0; i < size - 1; i = i + 1)
			memory[i] = 7;
	end
	always @ (posedge clock) begin
		if(write) begin
			memory[input_address + 7] = input_data[63 : 56];
			memory[input_address + 6] = input_data[55 : 48];
			memory[input_address + 5] = input_data[47 : 40];
			memory[input_address + 4] = input_data[39 : 32];
			memory[input_address + 3] = input_data[31 : 24];
			memory[input_address + 2] = input_data[23 : 16];
			memory[input_address + 1] = input_data[15 : 8];
			memory[input_address + 0] = input_data[7 : 0];
		end
	end
endmodule
==> run.sh <==
#!/bin/bash
# OpenROAD 26Q1-2900-gdf79404cd8, Yosys 0.63+post, stock flow scripts
make -C /OpenROAD-flow-scripts/flow DESIGN_CONFIG=/design/flow/config.mk WORK_HOME=/design/flow/orfs finish
==> config.mk <==
export PLATFORM = sky130hd
export DESIGN_NAME = DataMemory
export DESIGN_NICKNAME = DataMemory
export VERILOG_FILES = /design/flow/design.v
export SDC_FILE = /design/flow/constraint.sdc
export NUM_CORES = 4
export LEC_CHECK = 1
export CORE_UTILIZATION = 30
==> constraint.sdc <==
current_design DataMemory

set clk_period 145.0
set clk_io_pct 0.2

create_clock -name clk0 -period $clk_period [get_ports {clock}]

set non_clock_inputs [all_inputs -no_clocks]
set_input_delay [expr $clk_period * $clk_io_pct] -clock clk0 $non_clock_inputs
set_output_delay [expr $clk_period * $clk_io_pct] -clock clk0 [all_outputs]
==> run notes <==
Summary of the current implementation state.

- The global-route congestion overflow total is 2497, for reference.
- The chip area in the Yosys report is 295800 µm², for reference.
- For this run, the total global-route usage over all layers was measured as 80.31%.
- The first global-routing pass estimated ~5000000 µm of wire.
- The number of placed I/O pins is 195, for reference.
- The async set-or-reset flop fraction in the synthesized netlist is 0%, for reference.
- Per the Yosys statistics, synthesis produced around 34000 cells.
- The die span in x is 995.0 µm, for reference.
- From bottom edge to top edge, the die measures 995.0 µm.
- The share of the Yosys chip area taken by registers is 20.79%.
- The number of CTS-inserted buffers is 299, for reference.
- For this configuration, the core starts out at a cell density of 30.11%.
- The number of levels in the clock H-tree is 5, for reference.
- The post-synth register bit count is 2048.
- The number of buffers added on ports is ~140, for reference.
- The instance count of the mapped netlist is 34380, for reference.
- The via count of the first global-routing pass came to ~440k.
- The number of gates resized after CTS was 0.
- The count of flip-flops with a built-in enable after synthesis is 2048, for reference.
- The detailed-placement wirelength estimate is 2519000 µm, for reference.
- Entering global routing, the biggest net connects 102 pins.
- The post-placement worst setup slack is 77.51 ns, for reference.
- The run stopped with a tool error.
- In the synthesized netlist the dominant register cell turns out to be sky130_fd_sc_hd__edfxtp_1.
- The number of standard-cell rows in the floorplan is 364, for reference.
- The global placement routability congestion is 1.440, for reference.
- The tool reported: "[ERROR GRT-0116] Global routing finished with congestion. Check the congestion regions in the DRC Viewer".
- The number of setup buffers added after CTS is 0, for reference.
- The clock root buffer is sky130_fd_sc_hd__clkbuf_16, for reference.
- The count of different cell masters after synthesis is between 100 and 150, for reference.
- The warning count from the yosys run is 2, for reference.
- The number of buffers inserted for hold repair after clock tree synthesis is 0, for reference.
- Looking at the clock tree report, the maximum root-to-sink buffer count equals 4.
- The cell area after technology mapping is 295800 µm², for reference.
- The run ended at 5_1_grt.
- The average instance area after synthesis is ~8.6 µm², for reference.
- The count of clock tree sinks is around 2000, for reference.
==> cells by family after synthesis <==
group	share of synthesized area (%)
AND-OR/OR-AND	29.95
multiplexers	28.33
AND/OR/NAND/NOR	14.80
buffers and inverters	5.927
XOR/XNOR	0.1417
flip-flops	20.79
adder cells (fa/ha/maj)	0.06345
==> cells in the mapped netlist, drive strengths merged, types with 42 or more instances <==
master	number	area [µm²]
clkbuf	3526	13240
a311oi	76	665.6
edfxtp	2048	61500
o31ai	161	1219
nor3	1229	6311
mux2i	1477	14780
nand3	1266	6446
nor4	74	530.5
a222oi	47	470.5
buf	831	4119
or3	152	950.9
nand2	3151	11860
o21a	45	337.8
a2111oi	176	1685
a211o	202	1769
a21oi	3111	15610
a21o	66	495.5
o221ai	713	6257
o311ai	98	858.3
a31oi	410	2565
a221o	166	1662
a221oi	799	6998
o21ai	2440	12210
o41ai	49	444.2
and3	290	1814
o211ai	778	5841
o221a	42	473.0
a22oi	533	4006
a22o	72	630.6
o22ai	1310	8195
nor2	3314	12720
o2111ai	60	525.5
mux4	3056	68830
a211oi	1695	12740
nand4	279	1745
==> through the flow <==
| stage | instances | utilization [%] | instance area, µm² | hold WS, ns | power, mW |
|---|---|---|---|---|---|
| CTS | 46630 | 33.85 | 332600 | 28.48 | 2.637 |
| floorplan | 34380 | - | 295800 | 29.51 | 1.130 |
| global placement | 46090 | 32.85 | 322700 | 29.56 | 1.861 |
| detailed placement | 46100 | 32.85 | 322700 | 29.54 | 1.856 |
==> routing by layer <==
layer	overflow	track usage, %
met2	1018	86.07
met5	42	70.25
met4	686	76.17
met1	336	79.24
met3	415	78.04
Power figures rest on the tool's default switching activity, not on a simulated workload.
