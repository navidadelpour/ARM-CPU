$ cat config.mk
export PLATFORM = sky130hd
export DESIGN_NAME = Register
export DESIGN_NICKNAME = Register
export VERILOG_FILES = /design/flow/design.v
export SDC_FILE = /design/flow/constraint.sdc
export NUM_CORES = 4
export LEC_CHECK = 1
export CORE_UTILIZATION = 30
$ cat constraint.sdc
current_design Register

set clk_period 1.0
set clk_io_pct 0.2

create_clock -name clk0 -period $clk_period [get_ports {clock}]

set non_clock_inputs [all_inputs -no_clocks]
set_input_delay [expr $clk_period * $clk_io_pct] -clock clk0 $non_clock_inputs
set_output_delay [expr $clk_period * $clk_io_pct] -clock clk0 [all_outputs]
$ cat design.v
module Register #(parameter n = 64) (clock, reset, new_output, old_output);
	input clock;
	input reset;
	input [n - 1 : 0] new_output;
	output reg [n - 1 : 0] old_output;
	always @ (posedge clock) begin
		if(reset == 1)
			old_output = 0;
		else
			old_output = new_output;
	end
endmodule
$ cat run.sh
#!/bin/bash
# OpenROAD 26Q1-2900-gdf79404cd8, Yosys 0.63+post, stock flow scripts
make -C /OpenROAD-flow-scripts/flow DESIGN_CONFIG=/design/flow/config.mk WORK_HOME=/design/flow/orfs finish
==> README.md <==
| Group | Metric | Reported |
|:---|:---|:---|
| final layout | Register area | 1287 µm² |
| clock network | CTS tree | yes |
| run | Number of OpenROAD warnings | 26 |
| detailed routing | Antenna cell count | 0 |
| final timing | Hold_ws | 0.2708 ns |
| outcome | Outcome | finished clean |
| critical path | Startpoint type of the worst setup path | register |
| final timing | Share of the clock period used by the worst path | 94.89% |
| critical path | Worst Path Max Fanout | 1 |
| place | HPWL Detailed | 2826 µm |
| critical path | Largest delay share family, worst path | flip-flops |
| power | Leakage | 1.415 nW |
| yosys | Synthesis Warnings | 1 |
| detailed routing | Wire per inst | 11.66 µm |
| final timing | FMAX | 1054 MHz |
| place | Number of port buffers | 129 |
| die | IO Count | 130 |
| critical path | Crit path to | old_output[38] |
| power | VDD IR max | 841.9 µV |
| critical path | Worst-path cell with the longest stage delay | dfxtp_2 |
| final layout | Largest register FFs | 64 |
| yosys | Biggest area contributors in the synthesized netlist | dfxtp_1 67%, nor2b_2 27%, buf_6 2.9% |
| clock network | Number of CTS-inserted buffers | 9 |
| yosys | Syn_area_per_cell | 14.21 µm² |
| critical path | Highest cell delay on the worst timing path | 0.31 ns |
| critical path | Path length in cells of the critical path | 1 |
| final timing | Number of hold violations in the final report | 0 |
| clock network | Clock Tree Buf Depth | 2 |
| clock network | Clock transition at the registers of the reported paths | 0.07 ns |
| yosys | Cell count after synthesis | 135 |
| die | Die extent in x | 81.96 µm |
| final layout | Layout Area Growth over Synthesis | 63.01% |
| run | Number of max-cap violations | 0 |
| yosys | Post-synth regs | 64 |
| die | Area inside the core boundary | 6061 µm² |
| critical path | Critical path class | reg2out |
| clock network | Post-cts hold buffer count | 0 |
| grt | Number of global-route vias before repair | 1333 |
| final timing | Worst Tran Pin Value | 0.2520 ns |
| detailed routing | DR DRC count | 0 |
| final layout | Layout Utilization | 51.59% |
| die | Chip footprint | 6717 µm² |
| detailed routing | Count of TritonRoute iterations in the first routing pass | 2 |
| clock network | Clock root buffer master | clkbuf_8 |
| place | RD Place Congestion | 0.6806 |
| power | Pwr/cell area | 1716 nW/µm² |
| detailed routing | Iteration-0 DRC count of the detailed router | 24 |
| detailed routing | Via count | 1366 |
| clock network | Clock H-tree levels | 3 |
| final timing | Shortest clock period the worst path allows after layout | 0.9489 ns |
| critical path | Crit end category | output pin |
| critical path | Required time worst endpoint | 0.80 ns |
| final timing | Final Slew Violations | 0 |
| yosys | Top cell area share | 66.80% |
| yosys | Cell Area, Synth | 1918 µm² |
| final layout | Layout cell share with drive strength beyond 1 | 53.28% |
| critical path | Crit path launch | old_output[38] |
| final timing | RSZ-0062 raised after global routing | true |
| detailed routing | Via-to-Cell Ratio | 3.914 |
| clock network | Number of clock sinks seen by CTS | 64 |
| critical path | Buffers plus inverters on the worst setup path | 1 |
| grt | Global-route wire length before repair | 6085 µm |
| die | Row count | 28 |
| die | Floorplan die height | 81.96 µm |
| final timing | Relative slew slack | 83.20% |
| final layout | Filler cell count | 544 |
| grt | Total track usage | 12.36% |
| detailed routing | Post-Route WL | 4070 µm |
| grt | Maximum number of pins on one net before global-route repair | 41 |
| critical path | Endpoint arrival time on the critical path | 0.75 ns |
| min path | Kind of path behind the tightest hold check | in2reg |
| grt | Initial antenna violation count | 0 |
| yosys | Area reported by Yosys stat | 1918 µm² |
| yosys | Synth area leader | dfxtp_1 |
| yosys | Cell count listed in synth_stat.txt | 135 |
| final layout | Footprint of the multi-input gates | 550.5 µm² |
| critical path | Ordered cell list for the critical path | buf_2 |
| grt | Total grt overflow | 0 |
| yosys | Sequential element share of the synthesized area | 66.80% |
| final timing | Total of endpoints with negative setup slack in the final report | 0 |
| detailed routing | Residual antenna-violating net count after detailed routing | 0 |
| yosys | Yosys cell types | 5 |
| final layout | Most frequent cells in the layout | 64 x clkdlybuf4s50_1, 64 x buf_2, 60 x nor2b_2 |
| die | Initial core utilization | 31.65% |
## worst min path at each step
stage | startpoint | endpoint | slack, ns | cells past startpoint
CTS | reset | old_output[38] | 0.26 | 3
global route | reset | old_output[38] | 0.26 | 3
finish | reset | old_output[60] | 0.27 | 3
## cells by family after synthesis
family        share of synthesized area, %
flops                                66.80
simple gates                         28.70
buf+inv                              4.501
## cell type report
type | count | area share, %
Sequential cell | 64 | 41.18
Multi-Input combinational cell | 64 | 17.61
Timing Repair Buffer | 131 | 32.25
Clock buffer | 11 | 4.522
Tap cell | 75 | 3.001
Clock inverter | 4 | 1.441
## repair_timing
action                     in CTS  in global routing
setup buffers                   0                  0
gates resized                 196                  1
setup endpoints to repair      64                  1
## power by group
part	internal, mW	leakage (nW)	total (mW)	switching, mW
combinational	0.413	0.781	0.541	0.128
sequential	2.69	0.535	2.71	0.0254
clock	1.19	0.0989	2.11	0.919
total	4.29	1.41	5.37	1.07
## metal layers
metal	track usage (%)	part of all wire, %
met1	15.63	39
met2	18.76	42
met3	6.877	16
met4	2.632	2.3
met5	0	0
## per-stage QoR
stage	power, mW	cell area [µm²]	setup WS [ns]	cells	setup TNS, ns
6_report	5.365	3127	0.05105	349	0
5_1_grt	5.663	3127	-0.003287	349	-0.003287
4_1_cts	5.477	3126	0.02768	349	0
3_5_place_dp	3.450	3254	0.03391	334	0
3_3_place_gp	3.449	3254	0.03487	334	0
2_1_floorplan	2.937	1918	0.3625	135	0
## synthesized netlist by cell type, drive strengths merged
| library cell | number |
|---|---|
| buf | 7 |
| dfxtp | 64 |
| nor2b | 64 |
Power figures rest on the tool's default switching activity, not on a simulated workload.
